File: design/flow/design.v
interface Ethernet_interface (
input clk,
input reset,
input [31:0] inData_A,      
input [31:0] inData_B,
input inSop_A,
input inEop_A,
input inSop_B,
input inEop_B,
input [31:0] outData_A,
input outSOP_A,
input outEOP_A,
input portAstall,                   
input [31:0] outData_B,
input outSOP_B,
input outEOP_B,
input portBstall
);
default clocking Ethernet_monitor_cb @(posedge clk);
default input  #2ns output #2ns;
input clk;
input reset;
input inData_A;      
input inData_B;
input inSop_A;
input inEop_A;
input inSop_B;
input inEop_B;
input outData_A;
input outSOP_A;
input outEOP_A;
input portAstall;                 
input outData_B;
input outSOP_B;
input outEOP_B;
input portBstall;
endclocking: Ethernet_monitor_cb
modport Ethernet_monitor_mp ( clocking Ethernet_monitor_cb);
clocking Ethernet_driver_cb @(posedge clk);
default input  #2ns output #2ns;
output inData_A;
output inSop_A;
output inEop_A;
output inData_B;
output inSop_B;
output inEop_B;
endclocking: Ethernet_driver_cb
modport Ethernet_driver_mp ( clocking Ethernet_driver_cb);
endinterface
package Ethernet_packet_package;
class Ethernet_packet;
	rand bit [31:0] source_address;
	rand bit [31:0] destination_address;
	rand byte packet_data[$];                  
	bit [31:0] packet_CRC;
	int packet_size;                          
	byte full_packet[$];                      
	function new();
	endfunction
	function void build_packet(); 	                    
		int packet_size;
		packet_size = $urandom_range(4,24);            
		packet_size = (packet_size>>2)<<2;
		for( int i = 0; i<= packet_size; i++)
			begin
				packet_data.push_back($urandom());
			end
	endfunction
	function void build_crc();
		packet_CRC = 32'hABCDDEAD;
	endfunction
	function void build_address();
		int random_num;
		random_num = $urandom_range(0,3);
		case(random_num)
		 0:
			begin
				source_address = 16'hABCD;
				destination_address = 16'hBEEF;
			end
		1:
			begin
				source_address = 16'hBEEF;
				destination_address = 16'hABCD;
			end
		2:
			begin
				source_address = 16'hABCD;
				destination_address = 16'hABCD;
			end
		3:
			begin
				source_address = 16'hBEEF;
				destination_address = 16'hBEEF;
			end
		endcase
	endfunction
	function void post_randomize();
		packet_size = packet_data.size() +4 +4 +4;  
		build_address();
		build_packet();
		build_crc();
		for( int i = 0; i <4 ; i++)
			begin
				full_packet.push_back(destination_address >> i*8);      
			end
		for( int i = 0; i <4 ; i++)
			begin
				full_packet.push_back(source_address >> i*8);          
			end
		for( int i = 0; i <= packet_data.size(); i++)
			begin
				full_packet.push_back(packet_data[i]);                 
			end
		for( int i = 0; i <4 ; i++)
			begin
				full_packet.push_back(packet_CRC >> i*8);             
			end
	endfunction
	function bit packet_compare(Ethernet_packet pkt);
		if(this.full_packet == full_packet)
			begin
				return 1;
			end
		else
			begin
				return 0;
			end
	endfunction
	function string packet_details();
		string details;
		details = $psprintf("sa = %x da = %x crc = %x", source_address, destination_address, packet_CRC);
		return details;
	endfunction
endclass : Ethernet_packet
endpackage: Ethernet_packet_package
module Ethernet(
input clk,
input reset,
input [31:0] inData_A,
input [31:0] inData_B,
input inSop_A,
input inEop_A,
input inSop_B,
input inEop_B,
output reg [31:0] outData_A,
output reg outSOP_A,
output reg outEOP_A,
output reg portAstall,                        
output reg [31:0] outData_B,
output reg outSOP_B,
output reg outEOP_B,
output reg portBstall
);
parameter Port_A_addr = 'hABCD, Port_B_addr = 'hBEEF;
wire fifo_wrEnable[2];
reg fifo_rdEnable[2];
wire [33:0] fifo_DataIn [2];
wire fifo_full[2];
wire fifo_empty[2];
wire [33:0] fifo_DataOut [2];
eth_rcv_fsm eth_rcv_fsm_A(
.clk(clk),
.reset(reset),
.inData(inData_A),
.inSop(inSop_A),
.inEop(inEop_A),
.wrEnable(fifo_wrEnable[0]),    
.outData(fifo_DataIn[0])
);
eth_rcv_fsm eth_rcv_fsm_B(
.clk(clk),
.reset(reset),
.inData(inData_B),
.inSop(inSop_B),
.inEop(inEop_B),
.wrEnable(fifo_wrEnable[1]),    
.outData(fifo_DataIn[1])
);
fifo fifo_A(
.clk(clk),
.reset(reset),
.wrEnable(fifo_wrEnable[0]), 
.rdEnable(fifo_rdEnable[0]), 
.inData(fifo_DataIn[0]), 
.outData(fifo_DataOut[0]), 
.fifo_full(fifo_full[0]), 
.fifo_empty(fifo_empty[0])
);
fifo fifo_B(
.clk(clk),
.reset(reset),
.wrEnable(fifo_wrEnable[1]), 
.rdEnable(fifo_rdEnable[1]), 
.inData(fifo_DataIn[1]), 
.outData(fifo_DataOut[1]), 
.fifo_full(fifo_full[1]), 
.fifo_empty(fifo_empty[1])
);
reg [1:0] dest_port [2];
reg port_busy[2];
reg read_fifo_head [2];
reg read_fifo_data [2];
always @ (posedge clk)
begin
	if( reset == 0)
		begin
			for( int i = 0; i <2 ; i++)
				begin
				read_fifo_head [i] <= 1'b1;
				read_fifo_data [i] <= 1'b0;
				port_busy[i] <= 1'b0;
				dest_port [i] <= 2'b11;          
				fifo_rdEnable[i] <= 1'b0;
				end
			outData_A <= 'x;
			outData_B <= 'x;
			outSOP_A <= 0;
			outEOP_A <= 0; 
			outSOP_B <= 0;
			outEOP_B <= 0;
			portAstall <= 0; 
			portBstall <= 0;
		end
	else
		begin
			outSOP_A <= 0;
			outEOP_A <= 0; 
			outSOP_B <= 0;
			outEOP_B <= 0;
			for( int i = 0; i < 2; i++)
				begin
					if((read_fifo_head[i] == 1) && (fifo_empty[i] == 0))
						begin
							fifo_rdEnable[i] <= 1;
							read_fifo_head[i] <= 0;
							read_fifo_data[i] <= 1;
						end
					else if((read_fifo_data[i] == 1) && (fifo_full[i] == 0))
						begin
							if(fifo_DataOut[i][31:0] == Port_A_addr)
								begin
									dest_port[i] <= 2'b00;
								end
							else if(fifo_DataOut[i][31:0] == Port_B_addr)
								begin
									dest_port[i] <= 2'b01;
								end
							if(port_busy[dest_port[i]] == 1'b1)
								begin
									fifo_rdEnable[i] <= 1'b0;
								end
							else 
								begin
									fifo_rdEnable[i] <= 1'b1;
									port_busy[dest_port[i]] <= 1'b1;      
								end
						end
					else if(fifo_DataOut[i][33] == 1)       
						begin
							fifo_rdEnable[i] <= 1'b0;
							read_fifo_head[i] <= 1'b1;
							read_fifo_data[i] <= 1'b0;
							port_busy[dest_port[i]] <= 1'b0;
						end
					else
						begin
							fifo_rdEnable[i] <= 1'b1;
						end
					if(dest_port[i] == 1'b0)
						begin
							outData_A <= fifo_DataOut[i][31:0];
							outSOP_A <= fifo_DataOut[i][32];
							outEOP_A <= fifo_DataOut[i][33];
							portAstall <= fifo_full[0];
						end
					else if(dest_port[i] == 1'b1)
						begin
							outData_B <= fifo_DataOut[i][31:0];
							outSOP_B <= fifo_DataOut[i][32];
							outEOP_B <= fifo_DataOut[i][33];
							portBstall <= fifo_full[1];
						end
				end
		end
end
endmodule
module eth_rcv_fsm(
input clk,
input reset,
input [31:0] inData,
input inSop,
input inEop,
output reg wrEnable,
output reg [33:0] outData  
);
parameter IDLE = 2'b00, destination_rcvd = 2'b01, source_rcvd = 2'b10;  
reg [1:0] STATE;   
always @ (posedge clk)
	begin
		if(reset == 0)
			begin
				wrEnable <= 0;
				outData <= 0;
				STATE <= IDLE;
			end
		else
			begin
				case(STATE)
					IDLE:
						begin
							if(inSop == 1)
								begin
									wrEnable <= 1;
									outData[33] <= 0;
									outData[32] <= 1;         
									outData[31:0] <= inData;  
									STATE <= destination_rcvd;
								end
							else
								begin
									wrEnable <= 0;
									outData <= 0;
									STATE <= IDLE;
								end
						end
					destination_rcvd:
						begin
							wrEnable <= 1;
							outData[31:0] <= inData;  
							outData[32] <= 0;
							outData[33] <= 0;
							STATE <= source_rcvd;
						end
					source_rcvd:
						begin
							if(inEop == 1)
								begin
									wrEnable <= 1;
									outData[31:0] <= inData;
									outData[32] <= 0;
									outData[33] <= 1;        
									STATE <= IDLE;
								end
							else
								begin
									wrEnable <= 1;             
									outData[31:0] <= inData;    
									outData[32] <= 0;
									outData[33] <= 0;
								end
						end
					default:
						begin
							wrEnable <= 0;
							outData <= 0;
							STATE <= IDLE;
						end
				endcase
			end  
		end  
endmodule
module fifo( clk, reset, wrEnable, rdEnable, inData, outData, fifo_full, fifo_empty);
parameter fifo_width = 34, fifo_depth = 16;
input clk, reset;
input wrEnable, rdEnable;
input [fifo_width-1:0] inData;
output reg [fifo_width-1:0] outData;
output reg fifo_full;
output reg fifo_empty;
reg [fifo_width - 1:0] RAM [fifo_width - 1:0];
integer wrPtr, rdPtr; 
always @ (posedge clk)
begin
	if(reset == 0)
		begin
			outData <= 0;
			fifo_full <= 0;
			fifo_empty <= 1;
			wrPtr <= 0;
			rdPtr <= 0;
		end
	else
		begin
			if (wrEnable == 1'b1 && fifo_full == 1'b0)
				begin
					RAM[wrPtr] <= inData;
					fifo_empty <= 0;
					wrPtr <= (wrPtr + 1)% fifo_depth;
					if(wrPtr == rdPtr)
						begin
							fifo_full <= 1'b1;
						end
				end
			else if (rdEnable == 1'b1 && fifo_empty == 1'b0)
				begin
					outData <= RAM[rdPtr];
					fifo_full <= 0;
					rdPtr <= (rdPtr + 1) % fifo_depth;
					if(rdPtr == wrPtr)
						begin
							fifo_empty <= 1'b1;
						end
				end
			else
				begin
				end
		end
end
endmodule
File: design/flow/run.sh
#!/bin/bash
# OpenROAD 26Q1-2900-gdf79404cd8, Yosys 0.63+post, stock flow scripts
make -C /OpenROAD-flow-scripts/flow DESIGN_CONFIG=/design/flow/config.mk WORK_HOME=/design/flow/orfs finish
File: design/flow/config.mk
export PLATFORM = sky130hd
export DESIGN_NAME = Ethernet
export DESIGN_NICKNAME = Ethernet
export VERILOG_FILES = /design/flow/design.v
export SDC_FILE = /design/flow/constraint.sdc
export NUM_CORES = 4
export LEC_CHECK = 1
export CORE_UTILIZATION = 40
export SYNTH_HDL_FRONTEND = slang
File: design/flow/constraint.sdc
current_design Ethernet

set clk_period 18.2
set clk_io_pct 0.2

create_clock -name clk0 -period $clk_period [get_ports {clk}]

set non_clock_inputs [all_inputs -no_clocks]
set_input_delay [expr $clk_period * $clk_io_pct] -clock clk0 $non_clock_inputs
set_output_delay [expr $clk_period * $clk_io_pct] -clock clk0 [all_outputs]
==> reports/qor.json <==
{
  "fin_setup_tns_ns": 0,
  "worst_hold_path_type": "flop to flop",
  "internal-power_mw": 4.98,
  "floorplan.die_area_um2": 127000,
  "power.net_switching_mw": 1.29,
  "cp-start-kind": "primary input",
  "grt_antenna_before_repair": 1,
  "number_of_buffers_and_inverters_on_the_critical_path": 2,
  "drc_errors": 0,
  "crit_path_end_kind": "flop",
  "cts_made_buffers": 134,
  "average_vias_per_placed_instance": 5.47,
  "finClkSkew_ns": 0.0181,
  "fa_ha_area_share_pct": 0.0997,
  "reg2reg_slack_ns": 14.94,
  "layout.cells.most_common": "sky130_fd_sc_hd__edfxtp_1",
  "crit_fanout": 57,
  "netSwitchingFraction_pct": 20.5,
  "simple_gate_area_share_pct": 4.26,
  "mux_share_pct": 13.7,
  "die_width_um": 356,
  "outcome": "finished clean",
  "final-seq-area_um2": 38100,
  "core_util_floorplan_pct": 40.4,
  "combinationalPowerShare_pct": 3.4,
  "logic_area_um2": 11600,
  "cts_post_setup_buffers_inserted": 0,
  "critical-path-slowest-cell": "sky130_fd_sc_hd__nor2_4",
  "route.vias.total": 24687,
  "data_arrival_time_of_the_worst_path_ns": 6.00,
  "drt.antenna.violating_nets": 0,
  "timing.setup.critical_path_class": "primary input to flop",
  "regToRegEndpoint": "fifo_A.outData[22]$_SDFFE_PN0P_",
  "initialDrtViolationCount": 1529,
  "place_congestion": 0.900,
  "worst_pin_slew_ns": 0.916,
  "synth_cell_types": 53,
  "io_buffer_count": 139,
  "nFillCells": 9888,
  "grt.total_usage_pct": 19.6,
  "post_syn_area_per_cell_um2": 19.4,
  "worst_ep_required_time_ns": 18.61,
  "postSynthCellCount": 2581,
  "r2r_cells": 6,
  "largest_net_degree_at_the_start_of_global_routing": 113,
  "synth_stat.cells": 2581,
  "clock_power_share_pct": 41.9,
  "timing_hold_violations_final": 0,
  "synth-xor-area-share_pct": 0.349,
  "cts_resized": 0,
  "crit_path_from": "reset",
  "clock_tree_from_tritoncts": "built",
  "final_cell_mix": "sky130_fd_sc_hd__edfxtp_1, sky130_fd_sc_hd__mux4_2, sky130_fd_sc_hd__dfxtp_1",
  "n_antenna_cell": 0,
  "dr_wl_met3_um": 18600,
  "drt_wl_total_um": 112000,
  "fin_hold_ws_ns": 0.458,
  "leakage_nw": 18.6,
  "max_freq_mhz": 179,
  "clk_latency_ns": 0.74,
  "firstDrtPassIters": 24,
  "post_synth_instance_area_um2": 50200,
  "yosys_warnings": 0,
  "highest-signal-layer": "met5",
  "detailed_placer_s_ending_hpwl_um": 65300,
  "placeableCoreArea_um2": 124000,
  "core.rowCount": 129,
  "routedLengthMet1_um": 41600,
  "synthAoiAreaFrac_pct": 4.15,
  "power.share.sequential_pct": 54.7,
  "clkSinkCount": 1338,
  "cp.depth": 5,
  "yosys.stat.seqShare_pct": 75.8,
  "total_power_consumption_mw": 6.27,
  "stage_log_warnings": 28,
  "synth_logic_family": "multiplexers",
  "crit_top_cell": "sky130_fd_sc_hd__buf_4",
  "worst_setup_path_endpoint": "fifo_B.RAM[2][19]$_DFFE_PP_",
  "post_route_cells_drive_above_1_share_pct": 21.2,
  "slew-limit-headroom_pct": 38.4,
  "post_drt_wl_per_cell_um": 24.7,
  "dpl_cell_area_um2": 53700,
  "dieHeight_um": 356,
  "critical_path_s_top_delay_family": "simple AND/OR/NAND/NOR gates",
  "dr_wl_met2_um": 48900,
  "cts.hold.buffers_added": 0,
  "grt_pass1_vias": 26696,
  "synthDominantCellAreaShare_pct": 67.4,
  "path_cells": "buf_4 > nor4b_1 > nand2b_1 > nor2_4 > buf_4",
  "edf_count": 1126,
  "layout.cell_area.non_filler_um2": 57900,
  "timing.final.setup_violations": 0,
  "final_max_slew_viol_count": 0,
  "ir_drop_v": 0.0000881,
  "clock_tree.buffer_depth": 3,
  "grt.overflow.total": 0,
  "clk_transition_reported_paths_ns": 0.06,
  "yosys.area.top_type": "sky130_fd_sc_hd__edfxtp_1",
  "power-per-cell-area_nw_per_um2": 108,
  "synth.top_cells.by_area": "sky130_fd_sc_hd__edfxtp_1, sky130_fd_sc_hd__mux4_2, sky130_fd_sc_hd__dfxtp_1",
  "postSynth.topFlopCell": "sky130_fd_sc_hd__edfxtp_1",
  "cts-root-buf": "sky130_fd_sc_hd__clkbuf_16",
  "synthToLayoutAreaGrowth_pct": 15.4,
  "cts_htree_levels": 4,
  "reg2reg_from": "fifo_A.rdPtr[0]$_SDFFE_PN0P_",
  "grt_first_pass_wirelength_um": 167000,
  "boundaryPins": 140,
  "post-route-period-util_pct": 30.7,
  "rsz0062_at_grt": "false",
  "yosys_register_bits": 1338,
  "timing.final.crit_period_ns": 5.59,
  "ys_area_um2": 50200,
  "cap_viol_max_count": 0,
  "largest_stage_delay_worst_path_ns": 0.55,
  "synth_async_sr_flop_share_pct": 0
}
## registers in the layout, summed over array words and instances, names as in the netlist, 2 cells and up
register,count
fifo_B.RAM,544
port_busy,2
eth_rcv_fsm_A.STATE,3
outData_A,32
fifo_A.rdPtr,5
fifo_A.outData,34
outData_B,32
read_fifo_head,2
dest_port,4
fifo_B.rdPtr,5
fifo_A.RAM,544
fifo_rdEnable,2
eth_rcv_fsm_B.STATE,3
eth_rcv_fsm_A.outData,34
fifo_B.wrPtr,5
fifo_A.wrPtr,5
read_fifo_data,2
fifo_B.outData,34
eth_rcv_fsm_B.outData,34
## cells by family after synthesis
family                     Yosys count
xor gates and xnor gates            20
adders and majority gates            4
muxes                              343
AOI/OAI and AO/OA                  284
and+or+nand+nor                    431
other                                1
DFF                               1338
buffers and inverters              160
## power groups by stage
stage	clock network [mW]	registers [mW]	logic, mW
after CTS	2.69	3.43	0.217
after global routing	2.81	3.44	0.230
final	2.63	3.43	0.212
## worst min path at each step
stage / from / endpoint / slack (ns) / cells after the start
after global routing: eth_rcv_fsm_A.STATE[2]$_DFF_P_ / eth_rcv_fsm_A.STATE[1]$_DFF_P_ / 0.49 / 1
after CTS: fifo_A.rdPtr[4]$_SDFFE_PN0P_ / fifo_A.rdPtr[4]$_SDFFE_PN0P_ / 0.46 / 2
final: fifo_A.rdPtr[4]$_SDFFE_PN0P_ / fifo_A.rdPtr[4]$_SDFFE_PN0P_ / 0.46 / 2
## worst register-to-register path, stage by stage, from the launching register on
cell and delay, ns:
sky130_fd_sc_hd__dfxtp_4 0.68, sky130_fd_sc_hd__buf_12 0.48, sky130_fd_sc_hd__buf_4 0.70, sky130_fd_sc_hd__mux4_2 0.60, sky130_fd_sc_hd__a22o_1 0.26, sky130_fd_sc_hd__nor2_1 0.28
sky130_fd_sc_hd__o22ai_1 0.12
## per-stage QoR
step	utilization (%)	setup WS (ns)	instances
5_1_grt	46.6	12.43	4511
6_report	46.6	12.61	4511
4_1_cts	46.6	12.64	4511
3_5_place_dp	43.2	11.86	4266
2_1_floorplan	-	10.99	2582
3_3_place_gp	43.2	11.90	4266
## metal layers
layer,global-route usage [%],up-vias
met5,0.852,-
met4,3.52,4
met3,14.8,148
met2,26.6,1459
met1,27.1,12286
li1,-,10790
## synth_stat cells, types with 12 or more instances
cell,n
sky130_fd_sc_hd__a22o_1,136
sky130_fd_sc_hd__and2_1,75
sky130_fd_sc_hd__buf_2,41
sky130_fd_sc_hd__buf_6,18
sky130_fd_sc_hd__clkbuf_1,90
sky130_fd_sc_hd__dfxtp_1,212
sky130_fd_sc_hd__edfxtp_1,1126
sky130_fd_sc_hd__mux2_2,33
sky130_fd_sc_hd__mux2i_1,38
sky130_fd_sc_hd__mux4_2,272
sky130_fd_sc_hd__nand2_1,134
sky130_fd_sc_hd__nand2b_1,20
sky130_fd_sc_hd__nand3_1,12
sky130_fd_sc_hd__nor2_1,105
sky130_fd_sc_hd__nor2b_1,26
sky130_fd_sc_hd__nor3_1,12
sky130_fd_sc_hd__o21ai_1,37
sky130_fd_sc_hd__o22ai_1,70
sky130_fd_sc_hd__xnor2_1,12
## area by class of cell
type | instances | area share (%)
Sequential cell | 1338 | 65.8
Multi-Input combinational cell | 1084 | 20.1
Clock buffer | 180 | 6.43
Tap cell | 1637 | 3.54
Timing Repair Buffer | 201 | 3.27
Clock inverter | 65 | 0.862
Inverter | 6 | 0.0389
No activity file was given, so power comes from the tool's default toggle rates.
